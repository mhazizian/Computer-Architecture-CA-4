### flow/config.mk
export PLATFORM = sky130hd
export DESIGN_NAME = Stack
export DESIGN_NICKNAME = Stack
export VERILOG_FILES = /design/flow/design.v
export SDC_FILE = /design/flow/constraint.sdc
export NUM_CORES = 4
export LEC_CHECK = 1
export CORE_UTILIZATION = 50
### flow/constraint.sdc
current_design Stack

set clk_period 3.8
set clk_io_pct 0.2

create_clock -name clk0 -period $clk_period [get_ports {clk}]

set non_clock_inputs [all_inputs -no_clocks]
set_input_delay [expr $clk_period * $clk_io_pct] -clock clk0 $non_clock_inputs
set_output_delay [expr $clk_period * $clk_io_pct] -clock clk0 [all_outputs]
### flow/design.v
module Stack(clk, address, push, pop, stack_out);
	input[11:0] address;
	input clk, push, pop;
	output logic [11:0] stack_out;
	reg [11:0] stack [0:7];
	logic [2:0] pointer = 3'b0;
	assign stack_out = stack[pointer];	
	always @(negedge clk) begin	
		if(pop)	begin
			pointer <= pointer - 3'b01;		
		end
		if(push) begin
			stack[pointer] <= address;
			pointer <= pointer + 3'b01;
		end
	end
endmodule
### flow/run.sh
#!/bin/bash
# OpenROAD 26Q1-2900-gdf79404cd8, Yosys 0.63+post, stock flow scripts
make -C /OpenROAD-flow-scripts/flow DESIGN_CONFIG=/design/flow/config.mk WORK_HOME=/design/flow/orfs finish
==> impl_metrics.prom <==
# HELP chip_impl_metric Yosys and OpenROAD flow results
# TYPE chip_impl_metric gauge
chip_impl_metric{name="detail_route.vias_per_cell",unit=""} 5.01
chip_impl_metric{name="syn_area_per_cell",unit="sq um"} 18.7
chip_impl_metric{name="power_leakage",unit="nW"} 2.37
chip_impl_metric{name="path_max_fanout",unit=""} 5
chip_impl_metric{name="ys_ff",unit=""} 99
chip_impl_info{name="grt_setup_unrepaired",value="yes"} 1
chip_impl_info{name="synth.largest_area_cell",value="edfxtp_1"} 1
chip_impl_metric{name="setup-violations-final",unit=""} 12
chip_impl_metric{name="clk_path_buf_depth",unit=""} 2
chip_impl_metric{name="report.power.total",unit="mW"} 3.54
chip_impl_metric{name="skew",unit="ns"} 0.0112
chip_impl_info{name="yosys-top-cells-area",value="edfxtp_1 75%, mux4_2 3.4%, mux4_1 3.3%"} 1
chip_impl_info{name="tritoncts",value="yes"} 1
chip_impl_metric{name="setup-tns-final",unit="ns"} -9.23
chip_impl_info{name="path_cells",value="clkbuf_16, buf_12, mux4_2, mux2_4, buf_2"} 1
chip_impl_metric{name="clock.latency.late_pin",unit="ns"} 0.40
chip_impl_metric{name="fp.dieW",unit="um"} 91.0
chip_impl_metric{name="crit_path_max_incr_delay",unit="ns"} 0.47
chip_impl_metric{name="fillers",unit=""} 501
chip_impl_metric{name="synth_largest_type_area_fraction",unit="%"} 75.0
chip_impl_info{name="timing.rr.start",value="pointer[0]$_DFFE_NP_"} 1
chip_impl_metric{name="dieHeight",unit="um"} 91.0
chip_impl_metric{name="first_global_vias",unit=""} 2889
chip_impl_metric{name="maxSlewHeadroom",unit="%"} 81.4
chip_impl_metric{name="chipArea",unit="sq mm"} 0.00829
chip_impl_metric{name="antenna_left",unit=""} 0
chip_impl_metric{name="ir_drop",unit="mV"} 0.379
chip_impl_metric{name="avgRoutedWirePerCell",unit="um"} 15.9
chip_impl_metric{name="cp_data_required_time",unit="ns"} 3.04
chip_impl_metric{name="grtUsageTotal",unit="%"} 23.3
chip_impl_metric{name="cts.sink_count",unit=""} 99
chip_impl_info{name="r2r-end",value="pointer[2]$_DFFE_NP_"} 1
chip_impl_metric{name="io_buffer_count",unit=""} 26
chip_impl_metric{name="worst-slew-pin-transition",unit="ns"} 0.279
chip_impl_metric{name="firstDrtPassIters",unit=""} 4
chip_impl_info{name="min_delay_worst_endpoint",value="pointer[2]$_DFFE_NP_"} 1
chip_impl_metric{name="warnings",unit=""} 127
chip_impl_metric{name="synth_warnings",unit=""} 1
chip_impl_metric{name="final_layout_size_suffix_gt1_share",unit="%"} 29.5
chip_impl_metric{name="ys_cells",unit=""} 212
chip_impl_metric{name="hold_depth",unit=""} 3
chip_impl_metric{name="post_synth_instance_area",unit="sq mm"} 0.00396
chip_impl_info{name="endpoint_kind",value="output port"} 1
chip_impl_metric{name="finalInstanceArea",unit="sq mm"} 0.00545
chip_impl_metric{name="route.final.wire_length",unit="um"} 7940
chip_impl_metric{name="yosys_area",unit="sq mm"} 0.00396
chip_impl_metric{name="layout_setup_ws",unit="ns"} -0.868
chip_impl_metric{name="synth_unique_cells",unit=""} 30
chip_impl_metric{name="ff2ff_setup_slack",unit="ns"} 1.91
chip_impl_info{name="timing.critical_path.slowest_stage_cell",value="mux4_2"} 1
chip_impl_info{name="hold_start",value="pointer[2]$_DFFE_NP_"} 1
chip_impl_metric{name="post_cts_clock_slew_at_the_launch_and_capture_registers_of_the_worst_setup_and_hold_paths",unit="ns"} 0.04
chip_impl_metric{name="placement.cell_area",unit="sq mm"} 0.00458
chip_impl_metric{name="cts_hold_buf",unit=""} 0
chip_impl_info{name="run_status",value="complete, but fails checks"} 1
chip_impl_info{name="root_buffer_cell",value="clkbuf_8"} 1
chip_impl_info{name="worst_hold_path_type",value="reg2reg"} 1
chip_impl_metric{name="hpwl",unit="um"} 4770
chip_impl_metric{name="rr_worst_depth",unit=""} 6
chip_impl_metric{name="pwr_density_cell",unit="mW/mm^2"} 650
chip_impl_metric{name="slew_violations",unit=""} 0
chip_impl_metric{name="floorplan.core_area",unit="sq mm"} 0.00769
chip_impl_metric{name="timing.final.hold_violations",unit=""} 0
chip_impl_metric{name="seq_area_frac_synth",unit="%"} 75.0
chip_impl_metric{name="h_tree_level_count",unit=""} 3
chip_impl_metric{name="drt_drc_violations_left",unit=""} 0
chip_impl_metric{name="finish.utilization",unit="%"} 70.8
chip_impl_metric{name="antenna_found_initial",unit=""} 0
chip_impl_metric{name="hold_ws",unit="ns"} 0.933
chip_impl_metric{name="areaGrowthSynthToFinish",unit="%"} 37.4
chip_impl_metric{name="maxCapViolCount",unit=""} 0
chip_impl_metric{name="core.rowCount",unit=""} 32
chip_impl_metric{name="worst_ep_arrival_time",unit="ns"} 3.91
chip_impl_metric{name="post_synth_inst_count",unit=""} 212
chip_impl_metric{name="num_antenna_cells",unit=""} 0
chip_impl_metric{name="drt-initial-drc-count",unit=""} 156
chip_impl_info{name="critPathKind",value="reg2out"} 1
chip_impl_metric{name="floorplanUtilization",unit="%"} 51.6
chip_impl_info{name="violations",value="setup timing"} 1
chip_impl_metric{name="grt_remaining_overflow",unit=""} 0
chip_impl_metric{name="gpl.final_weighted_congestion",unit=""} 0.854
chip_impl_metric{name="grt_max_degree",unit=""} 25
chip_impl_metric{name="grt_first_pass_wirelength",unit="um"} 13000
chip_impl_metric{name="cts_made_buffers",unit=""} 9
chip_impl_metric{name="floorplan.io_pins",unit=""} 27
chip_impl_info{name="critPathLaunchType",value="flip-flop"} 1
chip_impl_metric{name="vias",unit=""} 2499
==> sequential cells by signal, indices dropped and copies added (netlist names) <==
name     count
pointer      3
stack       96
==> placed cells by master (no fill, tap or decap), drive strengths merged, types with 6 or more instances in the layout <==
cell | Yosys | layout
clkdlybuf4s50 | 0 | 13
edfxtp | 99 | 99
nor2 | 8 | 8
mux2i | 11 | 11
a211o | 6 | 6
buf | 12 | 69
nand2 | 7 | 7
clkbuf | 2 | 10
o211ai | 6 | 6
a21oi | 6 | 6
inv | 8 | 109
mux2 | 8 | 8
mux4 | 11 | 11
==> Yosys cell counts <==
library cell and instances:
mux4_2 6, nor2_1 8, fa_1 1, buf_2 9, a21boi_0 1, mux2_2 6, clkbuf_1 2, nand2b_1 3
o211ai_1 6, buf_4 1, o22ai_1 1, a31oi_1 5, o32a_1 5, or2_2 1, nor3_1 2, and3_1 1
nand2_1 7, buf_6 1, mux2i_1 11, inv_1 8, a211o_1 6, edfxtp_1 99, mux2_4 2, nand3_1 1
mux4_1 5, xor2_1 1, xnor2_1 1, buf_8 1, nor3b_1 5, a21oi_1 6
==> where the power goes <==
part           internal, mW  switching, mW
clock                 0.511          0.603
sequential             1.35         0.0318
combinational         0.568          0.479
total                  2.43           1.11
==> per-stage QoR <==
step                setup WS, ns  instances
floorplan                 -0.221        212
global placement          -0.680        363
detailed placement        -0.702        363
CTS                       -0.917        500
global route              -0.964        499
finish                    -0.868        499
==> worst max-delay path, delay by kind of cell (launching register included) <==
kind / cells / cell delay [ns]
buffers and inverters: 3 / 0.40
flip-flops: 1 / 0.46
multiplexers: 2 / 0.74
==> what timing repair did <==
action | CTS | global route
gates cloned | 2 | 0
pin swaps | 14 | 10
endpoints found under the setup margin | 12 | 47
gates resized | 71 | 12
buffers inserted | 21 | 1
==> worst max path at each step <==
stage | startpoint | to | slack, ns | depth (start not counted)
after CTS | pointer[0]$_DFFE_NP_ | stack_out[6] | -0.92 | 5
after global routing | pointer[0]$_DFFE_NP_ | stack_out[7] | -0.96 | 5
final | pointer[0]$_DFFE_NP_ | stack_out[7] | -0.87 | 5
==> metal layers <==
metal / global-route usage [%] / up-vias / part of all wire [%]
li1: - / 1212 / -
met1: 33.6 / 1167 / 41
met2: 32.1 / 113 / 47
met3: 15.9 / 7 / 11
met4: 6.88 / 0 / 0.84
met5: 0 / - / 0
==> final cells by class <==
class / instances / area (sq um) / area share [%]
repair buffers: 85 / 807 / 14.8
multi-input cells: 91 / 916 / 16.8
clock inverters: 106 / 470 / 8.64
inverters: 7 / 28.8 / 0.528
flip-flops and latches: 99 / 2970 / 54.6
clock buffers: 9 / 124 / 2.27
well taps: 102 / 128 / 2.34
==> logic make-up after synthesis <==
| kind of cell | share of synthesized area (%) |
|---|---|
| flip-flops | 75.0 |
| AND/OR/NAND/NOR | 3.54 |
| buffers and inverters | 2.94 |
| AND-OR/OR-AND | 5.62 |
| multiplexers | 12.0 |
| XOR/XNOR | 0.442 |
| adder cells (fa/ha/maj) | 0.505 |
Power and IR drop assume default switching activity.
