File: ./config.mk
export PLATFORM = sky130hd
export DESIGN_NAME = PR4_MEM_WB
export DESIGN_NICKNAME = PR4_MEM_WB
export VERILOG_FILES = /design/flow/design.v
export SDC_FILE = /design/flow/constraint.sdc
export NUM_CORES = 4
export LEC_CHECK = 1
export CORE_UTILIZATION = 30
File: ./design.v
module PR4_MEM_WB(clk, rst, PR3_MEM_out, PR3_alu_out, PR3_sel_RF_write_src_MEM, PR3_sel_RF_write_src_ALU,
		PR3_RF_write_en,
		PR4_MEM_out, PR4_alu_out, PR4_sel_RF_write_src_MEM, PR4_sel_RF_write_src_ALU, PR4_RF_write_en,
		PR3_RF_out2, PR4_RF_out2,
		PR3_instruction, PR4_instruction
	);
	input clk, rst;
	input PR3_sel_RF_write_src_MEM, PR3_sel_RF_write_src_ALU, PR3_RF_write_en;
	input [19 - 1:0] PR3_instruction;
	input [8 - 1:0] PR3_MEM_out, PR3_alu_out, PR3_RF_out2;
	output logic PR4_sel_RF_write_src_MEM, PR4_sel_RF_write_src_ALU, PR4_RF_write_en;
	output logic [19 - 1:0] PR4_instruction;
	output logic [8 - 1:0] PR4_MEM_out, PR4_alu_out, PR4_RF_out2;
	always@(posedge clk, posedge rst) begin
		if(rst) begin
			{
				PR4_MEM_out, PR4_alu_out, PR4_sel_RF_write_src_MEM, PR4_sel_RF_write_src_ALU,
				PR4_RF_write_en, PR4_instruction
			} <= 0;
		end
		else begin
			PR4_MEM_out <= PR3_MEM_out;
			PR4_alu_out <= PR3_alu_out;
			PR4_sel_RF_write_src_MEM <= PR3_sel_RF_write_src_MEM;
			PR4_sel_RF_write_src_ALU <= PR3_sel_RF_write_src_ALU;
			PR4_RF_write_en <= PR3_RF_write_en;
			PR4_RF_out2 <= PR3_RF_out2;
			PR4_instruction <= PR3_instruction;
		end
	end
endmodule  
File: ./run.sh
#!/bin/bash
# OpenROAD 26Q1-2900-gdf79404cd8, Yosys 0.63+post, stock flow scripts
make -C /OpenROAD-flow-scripts/flow DESIGN_CONFIG=/design/flow/config.mk WORK_HOME=/design/flow/orfs finish
File: ./constraint.sdc
current_design PR4_MEM_WB

set clk_period 1.0
set clk_io_pct 0.2

create_clock -name clk0 -period $clk_period [get_ports {clk}]

set non_clock_inputs [all_inputs -no_clocks]
set_input_delay [expr $clk_period * $clk_io_pct] -clock clk0 $non_clock_inputs
set_output_delay [expr $clk_period * $clk_io_pct] -clock clk0 [all_outputs]
==> results.txt <==
htree depth - 2
DRT iter0 DRCs - 15
final number of setup-violating endpoints - 0
post-synth top area share - 0.796
Cell Type Count - 3
Log Warnings - 27
vias - 792
area grow syn2layout - 76.3%
post-detailed-route wirelength per cell - 12.5 um
Layout Cells excl Fill - 201
CP top delay family - flip-flops
Hold Path Cell Cnt - 1
Chip Area, Yosys - 1190 um2
TritonCTS clock tree - built
kind of critical path - flip-flop to output pin
DRC - 0
Cell Chain, Critical Path - buf_2
main area contributors - dfrtp_1, edfxtp_1, inv_1
Clock Tree Buf Depth - 2
Total GRT Usage - 0.131
Hold Path Class - input port to flip-flop
CTS root buf - clkbuf_8
clk sinks - 46
dpl cells - 193
PwrDens - 1730 nW/um2
crit path DRT - 800 ps
crit path DAT - 780 ps
final slew viol count - 0
synthesized flop and latch total - 46
fp_density - 0.319
hold buffers post-CTS - 0
port bufs - 93
CP max stage delay - 370 ps
Rows - 22
Post-synth ARST share - 0.826
max-cap viol count - 0
Ant. Diodes - 0
GPL Wtd Cong - 0.698
final worst path period share - 0.980
Post-CTS Resized - 138
highest clock rate - 1020 MHz
Synth Flop Type - dfrtp_1
buffers plus inverters on the worst setup path - 1
pin count of the biggest net entering global routing - 15
hold_sp - PR3_MEM_out[7]
number of enable flip-flop cells - 8
first-pass GRT wire length - 3880 um
Synth Warn # - 1
Hold EP - PR4_MEM_out[7]
CP max stage cell - edfxtp_1
DRT Wirelength - 2500 um
Finished Core Util - 0.563
Leak - 0.962 nW
Inserted Clock Buffers - 5
full die area - 4240 um2
initial antenna violation count - 0
actual slew at the worst max-slew pin - 241 ps
synthesized area - 1190 um2
Mapped Cells - 47
Synth Seq Share - 0.997
status - completed
Final Hold Vio Count - 0
Max VDD drop - 811 uV
setup_tns - 0 ps
share of cells above drive strength 1 - 0.386
DP HPWL - 1950 um
Avg Cell Area, Syn - 25.4 um2
# IOs - 94
Detail Route Antenna Nets - 0
Setup crit start kind - flip-flop
Reg clk slew, reported paths - 80 ps
Logic Gate Count - 0
Initial DRT Pass Iterations - 4
# fillers - 329
Die X - 65.1 um
MI comb area - 0 um2
relative slew slack - 0.839
unrepaired setup endpoints after global routing - true
Core ar. - 3740 um2
Reg area - 1190 um2
CP max FO - 1
most common library cells after synthesis - dfrtp_1, edfxtp_1, inv_1
most frequent cell after synthesis - dfrtp_1
Post-CTS Setup Inserts - 0
Congestion Overflow GR - 0
Die Y-Extent - 65.1 um
number of global-route vias before repair - 764
Worst setup EP type - output pin
Final min period - 980 ps
yosys stat cell total - 47
number of vias per cell - 3.94
area leader, netlist - dfrtp_1
-- state kept, by name (all words and copies together), names as in the netlist --
| name | cells |
|---|---|
| PR4_RF_out2 | 8 |
| PR4_RF_write_en | 1 |
| PR4_alu_out | 8 |
| PR4_instruction | 19 |
| PR4_MEM_out | 8 |
| PR4_sel_RF_write_src_ALU | 1 |
| PR4_sel_RF_write_src_MEM | 1 |
-- stage by stage --
step	hold WS, ps	setup WS [ps]	instance area (um2)	power [mW]
2_1_floorplan	214	-274	1200	2.07
3_3_place_gp	645	-263	2230	2.48
3_5_place_dp	648	-278	2230	2.49
4_1_cts	330	5.05	2110	3.71
5_1_grt	315	-39.6	2110	3.84
6_report	342	20.0	2110	3.64
-- cell type report --
class                   count  share of cell area
clock buffers               6              0.0344
flip-flops and latches     46               0.565
inverters                   1             0.00356
clock inverters             2              0.0178
well taps                  48              0.0285
repair buffers             98               0.350
-- worst max path at each step --
| stage | start | slack [ps] | end | cells after the start |
|---|---|---|---|---|
| final | PR4_RF_out2[6] | 20 | PR4_RF_out2[6] | 1 |
| after global routing | PR4_RF_out2[6] | -40 | PR4_RF_out2[6] | 1 |
| after CTS | PR4_RF_out2[7] | 5 | PR4_RF_out2[7] | 1 |
-- kinds of logic (layout without fill, tap and decap cells) --
group / count (synthesis) / after routing / synth area share
buffers and inverters: 1 / 107 / 0.00314
DFF: 46 / 46 / 0.997
-- cell usage in the layout, fill, tap and decap left out --
master / instances
buf_2: 46
dfrtp_1: 38
clkdlybuf4s50_1: 47
buf_4: 5
edfxtp_1: 8
clkinvlp_4: 2
bufinv_16: 1
clkbuf_8: 5
clkbuf_1: 1
-- routing by layer --
layer	part of all wire	GRT usage	vias up
met5	0	0	-
met4	0.019	0.0217	0
met3	0.11	0.0528	5
met2	0.44	0.171	48
met1	0.43	0.224	381
li1	-	-	358
-- power breakdown --
group | switching [mW] | leakage (nW) | total [mW] | internal [mW]
registers | 0.0209 | 0.521 | 2.03 | 2.01
logic | 0.0734 | 0.389 | 0.309 | 0.235
clock network | 0.561 | 0.0514 | 1.31 | 0.745
total | 0.655 | 0.962 | 3.64 | 2.99
Power figures rest on the tool's default switching activity, not on a simulated workload.
