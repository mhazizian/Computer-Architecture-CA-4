[./config.mk]
export PLATFORM = sky130hd
export DESIGN_NAME = PR2_ID_EX
export DESIGN_NICKNAME = PR2_ID_EX
export VERILOG_FILES = /design/flow/design.v
export SDC_FILE = /design/flow/constraint.sdc
export NUM_CORES = 4
export LEC_CHECK = 1
export CORE_UTILIZATION = 40
[./constraint.sdc]
current_design PR2_ID_EX

set clk_period 1.0
set clk_io_pct 0.2

create_clock -name clk0 -period $clk_period [get_ports {clk}]

set non_clock_inputs [all_inputs -no_clocks]
set_input_delay [expr $clk_period * $clk_io_pct] -clock clk0 $non_clock_inputs
set_output_delay [expr $clk_period * $clk_io_pct] -clock clk0 [all_outputs]
[./design.v]
module PR2_ID_EX(clk, rst, PR1_instruction, PR1_RF_out1, PR1_RF_out2, PR1_ALU_op, PR1_sel_ALU_src_reg2, 
		PR1_sel_ALU_src_const, PR1_MEM_write, PR1_MEM_read, PR1_sel_RF_write_src_ALU, PR1_sel_RF_write_src_MEM,
		PR1_RF_write_en, PR1_sel_Cin_alu,
		PR1_sel_ALU_src_shift_count,
		PR1_RF_r2,
		PR1_PC_plus_offset,
		PR2_instruction, PR2_RF_out1, PR2_RF_out2,
		PR2_sel_ALU_src_reg2, PR2_sel_ALU_src_const, PR2_MEM_write, PR2_MEM_read, PR2_sel_RF_write_src_ALU, 
		PR2_sel_RF_write_src_MEM,  PR2_RF_write_en, PR2_sel_Cin_alu,
		PR2_sel_ALU_src_shift_count, PR2_ALU_op,
		PR2_RF_r2,
		PR2_PC_plus_offset
	);
	input clk, rst;
	input PR1_sel_ALU_src_reg2, PR1_sel_ALU_src_const, PR1_MEM_write, PR1_MEM_read, PR1_sel_RF_write_src_ALU, 
		PR1_sel_RF_write_src_MEM,  PR1_RF_write_en, PR1_sel_Cin_alu,
		PR1_sel_ALU_src_shift_count;
	input [19 - 1:0] PR1_instruction;
	input [8 - 1:0] PR1_RF_out1, PR1_RF_out2;
	input [12 - 1:0] PR1_PC_plus_offset;
	input [3 : 0] PR1_ALU_op;
	input [2:0] PR1_RF_r2;
	output logic [19 - 1:0] PR2_instruction;
	output logic [8 - 1:0] PR2_RF_out1, PR2_RF_out2;
	output logic PR2_sel_ALU_src_reg2, PR2_sel_ALU_src_const, PR2_MEM_write, PR2_MEM_read, PR2_sel_RF_write_src_ALU, 
		PR2_sel_RF_write_src_MEM,  PR2_RF_write_en, PR2_sel_Cin_alu,
		PR2_sel_ALU_src_shift_count;
	output logic [12 - 1:0] PR2_PC_plus_offset;
	output logic [3 : 0] PR2_ALU_op;
	output logic [2:0] PR2_RF_r2;
	always@(posedge clk, posedge rst) begin
		if(rst) begin
			{
				PR2_instruction, PR2_RF_out1, PR2_RF_out2, PR2_sel_ALU_src_reg2,
				PR2_sel_ALU_src_const, PR2_MEM_write, PR2_MEM_read, PR2_sel_RF_write_src_ALU, 
				PR2_sel_RF_write_src_MEM,  PR2_RF_write_en, PR2_sel_Cin_alu,
				PR2_sel_ALU_src_shift_count, PR2_ALU_op, PR2_RF_r2, PR2_PC_plus_offset
			} <= 0;
		end
		else begin
			PR2_instruction <= PR1_instruction ;
			PR2_RF_out1 <= PR1_RF_out1;
			PR2_RF_out2 <= PR1_RF_out2;
			PR2_sel_ALU_src_reg2 <= PR1_sel_ALU_src_reg2;
			PR2_sel_ALU_src_const <= PR1_sel_ALU_src_const;
			PR2_MEM_write <= PR1_MEM_write;
			PR2_MEM_read <= PR1_MEM_read;
			PR2_sel_RF_write_src_ALU <= PR1_sel_RF_write_src_ALU;
			PR2_sel_RF_write_src_MEM <= PR1_sel_RF_write_src_MEM;
			PR2_RF_write_en <= PR1_RF_write_en;
			PR2_sel_Cin_alu <= PR1_sel_Cin_alu;
			PR2_sel_ALU_src_shift_count <= PR1_sel_ALU_src_shift_count;
			PR2_ALU_op <= PR1_ALU_op;
			PR2_RF_r2 <= PR1_RF_r2;
			PR2_PC_plus_offset <= PR1_PC_plus_offset;
		end
	end
endmodule  
[./run.sh]
#!/bin/bash
# OpenROAD 26Q1-2900-gdf79404cd8, Yosys 0.63+post, stock flow scripts
make -C /OpenROAD-flow-scripts/flow DESIGN_CONFIG=/design/flow/config.mk WORK_HOME=/design/flow/orfs finish
==> results.json <==
{
  "final-comb-area_um2": 0,
  "netSwitchingPower_w": 0.001008,
  "synth-seq-cells": 63,
  "cts_buffer_depth": 2,
  "fp-utilization_pct": 42.53,
  "warnings": 28,
  "cts_made_buffers": 9,
  "detail-route-antenna-nets": 0,
  "report.power.total_w": 0.005349,
  "core_footprint_um2": 3716,
  "power.sequential.fraction_pct": 50.7,
  "multi_input_comb_cells": 0,
  "power_frac_comb_pct": 8.1,
  "tritoncts": "done",
  "fin_tns_setup_ns": -0.2753,
  "postLayoutSetupSlackWorst_ns": -0.06994,
  "ctsHoldBuffers": 0,
  "maximum_number_of_pins_on_one_net_before_global_route_repair": 32,
  "min_period_ns": 1.070,
  "grt_resource_usage_total_pct": 27.72,
  "gpl.final_weighted_congestion": 0.6997,
  "ctsHtreeMaxLevel": 3,
  "synth-area-yosys_um2": 1580,
  "drive_gt1_share_pct": 39.05,
  "timing_hold_violations_final": 0,
  "tightestPinTransition_ns": 0.1661,
  "antenna_found_initial": 1,
  "synth_sequential_area_ratio_pct": 99.76,
  "timing.critical_path.buf_inv": 1,
  "grt.overflow.total": 0,
  "critPathSlowestCell": "sky130_fd_sc_hd__dfrtp_1",
  "unrepaired_setup_endpoints_after_global_routing": "yes",
  "drt_drc_violations_left": 0,
  "cell_type_count": 2,
  "critPathMaxFanout": 1,
  "via_per_inst": 4.353,
  "die.size.x_um": 64.86,
  "cts.repair_timing.setup_buffer_count": 0,
  "layout_top_cell": "sky130_fd_sc_hd__clkdlybuf4s50_1",
  "fin_cells": 258,
  "kind_of_start_point_of_the_critical_path": "flip-flop",
  "maxCapViolCount": 0,
  "fin_crit_share_pct": 107.0,
  "timing.critical_path.arrival_ns": 0.87,
  "die.size.y_um": 64.86,
  "timing.critical_path.cells": "buf_2",
  "violations": "negative setup slack",
  "grt_first_pass_wirelength_um": 7286,
  "outcome": "complete, but fails checks",
  "antenna-diode-count": 0,
  "postPlaceCellArea_um2": 2963,
  "cts.sinks": 63,
  "num_io_pins": 128,
  "row_count": 22,
  "timing.slew.headroom_pct": 88.93,
  "seq_area_um2": 1577,
  "internal_power_w": 0.004341,
  "wl_per_cell_um": 18.93,
  "setup_viol": 18,
  "worst_setup_path_end_kind": "output port",
  "criticalPathCategory": "reg -> out",
  "design.die.area_um2": 4206,
  "first_global_vias": 1249,
  "path_delay_family": "flip-flops",
  "area.growth.synth_to_final_pct": 80.76,
  "vdd.ir_drop.worst_v": 0.001596,
  "via_count": 1123,
  "route.final.wire_length_um": 4885,
  "final_layout_top_logic_cells": "64 x sky130_fd_sc_hd__clkdlybuf4s50_1, 63 x sky130_fd_sc_hd__dfrtp_1, 63 x sky130_fd_sc_hd__buf_2",
  "max_freq_mhz": 934.6,
  "path_type_of_the_worst_min_delay_path": "in -> async",
  "power.density_nw_per_um2": 1873,
  "cp.required_ns": 0.80,
  "dp_hpwl_um": 2911,
  "synth_warnings": 1,
  "power.static_leakage_nw": 1.366,
  "clockRootBuffer": "sky130_fd_sc_hd__clkbuf_8",
  "final_cell_area_um2": 2856,
  "netlist_instances": 64,
  "fill_cells": 239,
  "clock_power_share_pct": 41.1,
  "dr.first_iter.drc_count": 40,
  "sw_frac_of_total_pct": 18.84,
  "drt_pass1_iterations": 4,
  "area_of_the_mapped_netlist_um2": 1580,
  "ys_cells": 64,
  "postSynthAreaPerCell_um2": 24.69,
  "placed_cells": 242,
  "clk_pin_slew_ns": 0.06,
  "max_stage_delay_ns": 0.41,
  "numPortBuffers": 127,
  "max_slew_violation_total_from_the_final_report": 0
}
==> per-layer routing <==
metal  vias to the layer above  share of wire [%]  global-route usage (%)
li1                        477                  -                       -
met1                       540                 36                   38.52
met2                        91                 44                   37.37
met3                        13                 17                   19.64
met4                         2                2.7                   6.944
met5                         -               0.23                       0
==> stage by stage <==
step | hold WS (ns) | util [%] | setup slack [ns]
after detailed placement | 0.6178 | 79.73 | -0.01276
after global placement | 0.6257 | 79.73 | 0.01115
final | 0.2828 | 76.87 | -0.06994
after global routing | 0.2795 | 76.87 | -0.09981
after floorplan | 0.2314 | - | 0.1279
after CTS | 0.2725 | 76.87 | -0.07879
==> cell type report <==
cell class,count,share of cell area (%)
Inverter,1,0.2628
Clock buffer,13,5.913
Timing Repair Buffer,130,35.13
Tap cell,48,2.102
Sequential cell,63,55.19
Clock inverter,3,1.402
==> power groups by stage <==
stage / Sequential, W / Clock, W / Combinational (W)
CTS: 0.00271 / 0.00225 / 0.000446
global route: 0.00272 / 0.00239 / 0.000473
finish: 0.00271 / 0.00220 / 0.000435
==> worst max-delay path by stage <==
| stage | start | to | slack [ns] | cells after the start |
|---|---|---|---|---|
| after CTS | PR2_instruction[18]$_DFF_PP0_ | PR2_instruction[18] | -0.08 | 1 |
| after global routing | PR2_instruction[18]$_DFF_PP0_ | PR2_instruction[18] | -0.1 | 1 |
| final | PR2_instruction[18]$_DFF_PP0_ | PR2_instruction[18] | -0.07 | 1 |
==> sequential cells by signal, indices dropped and copies added (netlist names), 3 cells and up <==
signal,cells
PR2_RF_out1,8
PR2_ALU_op,4
PR2_instruction,19
PR2_RF_r2,3
PR2_RF_out2,8
PR2_PC_plus_offset,12
==> logic make-up (layout without fill, tap and decap cells) <==
| group | Yosys count | after routing | synth area share [%] |
|---|---|---|---|
| buffers and inverters | 1 | 147 | 0.2373 |
| DFF | 63 | 63 | 99.76 |
==> synth_stat cells, drive strengths merged <==
cell	number	area [µm²]
dfrtp	63	1577
inv	1	3.750
==> what timing repair did <==
action	in CTS	in global routing
cloned	0	0
resized	193	0
endpoints found under the setup margin	63	63
pin swaps	0	0
Power and IR drop assume default switching activity.
